<file path="flow/constraint.sdc">
current_design reg8

set clk_period 1.0
set clk_io_pct 0.2

create_clock -name clk0 -period $clk_period [get_ports {clk}]

set non_clock_inputs [all_inputs -no_clocks]
set_input_delay [expr $clk_period * $clk_io_pct] -clock clk0 $non_clock_inputs
set_output_delay [expr $clk_period * $clk_io_pct] -clock clk0 [all_outputs]
</file>
<file path="flow/design.v">
module reg8(d, clk, reset, q);
input [7:0] d;
input clk, reset;
output [7:0] q;
reg [7:0] q;
always @ (posedge clk)
begin
	if(reset == 1'b1)
		q <= 8'b0;
	else
		q <= d;
end
endmodule
</file>
<file path="flow/run.sh">
#!/bin/bash
# OpenROAD 26Q1-2900-gdf79404cd8, Yosys 0.63+post, stock flow scripts
make -C /OpenROAD-flow-scripts/flow DESIGN_CONFIG=/design/flow/config.mk WORK_HOME=/design/flow/orfs finish
</file>
<file path="flow/config.mk">
export PLATFORM = sky130hd
export DESIGN_NAME = reg8
export DESIGN_NICKNAME = reg8
export VERILOG_FILES = /design/flow/design.v
export SDC_FILE = /design/flow/constraint.sdc
export NUM_CORES = 4
export LEC_CHECK = 1
export CORE_AREA = 10 10 70 70
export DIE_AREA = 0 0 80 80
</file>
==> results.sh <==
# source this file to load flow results
export IMPL_insertedDiodeCount=0
export IMPL_core_area_mm2=0.003416
export IMPL_total_leakage_power_nw=0.1812
export IMPL_combinational_group_share_of_total_power=0.109
export IMPL_yosys_stat_chipArea_um2=210.2
export IMPL_first_global_vias=195
export IMPL_number_of_buffers_created_by_cts=3
export IMPL_setup_violations_final=0
export IMPL_drive_above_1_share=0.1389
export IMPL_netSwitchingFraction=0.1689
export IMPL_rsz0062_at_grt="no"
export IMPL_synthToLayoutAreaGrowth_pct=117.3
export IMPL_clockBufferDepth=2
export IMPL_floorplan_rows=21
export IMPL_worst_path_max_delay_cell="sky130_fd_sc_hd__dfxtp_1"
export IMPL_seq_power_share=0.537
export IMPL_cts_max_level=1
export IMPL_ys_seq_frac=0.7619
export IMPL_largest_register_ffs=8
export IMPL_route_antenna_remaining_nets=0
export IMPL_wire_per_inst_um=8.500
export IMPL_max_vdd_ir_drop_v=0.0002301
export IMPL_grt_start_max_net_pins=9
export IMPL_p_clk_frac=0.354
export IMPL_hold_class="in -> reg"
export IMPL_tns_ps=0
export IMPL_tool_warnings=25
export IMPL_netlist_instances=16
export IMPL_critPathTopFamily="flip-flops"
export IMPL_syn_area_um2=210.2
export IMPL_cellPowerDensity_mw_per_mm2=1392
export IMPL_synth_cells_yosys=16
export IMPL_fill_cells=398
export IMPL_final_design_area_no_fill_um2=456.7
export IMPL_cp_buffers_inverters=1
export IMPL_design_die_area_mm2=0.006400
export IMPL_core_util_floorplan=0.06154
export IMPL_outcome="finished, final reports clean"
export IMPL_top_register="q"
export IMPL_worst_ep_arrival_time_ps=770
export IMPL_ys_types=2
export IMPL_grt_antenna_before_repair=0
export IMPL_boundaryPins=18
export IMPL_ordered_cell_list_for_the_critical_path="dlygate4sd2_1"
export IMPL_count_of_synthesis_stage_warnings_from_yosys=1
export IMPL_floorplan_die_height_um=80
export IMPL_dp_worst_setup_slack_ps=-20.20
export IMPL_critical_path_class="reg -> out"
export IMPL_tritoncts_clock_tree="built"
export IMPL_internal_power_uw=528.4
export IMPL_violation_count_after_the_first_detailed_routing_iteration=0
export IMPL_maximum_clock_rate_mhz=1030
export IMPL_grt_overflow=0
export IMPL_finalCritPeriodShare=0.9710
export IMPL_number_of_sinks_on_the_clock_net=8
export IMPL_max_cap_violations=0
export IMPL_critical_path_startpoint_type="flop"
export IMPL_finalCriticalPeriod_ps=971.0
export IMPL_number_of_max_slew_violations_in_the_final_report=0
export IMPL_worst_ep_required_time_ps=800
export IMPL_grt_pass1_wl_um=972
export IMPL_drc_violations_left=0
export IMPL_hold_violations=0
export IMPL_timing_critical_path_fanout_max=1
export IMPL_num_vias=173
export IMPL_timing_max_slew_rel_slack=0.8201
export IMPL_worst_slew_pin_slew_ps=269.0
export IMPL_chipWidth_um=80
export IMPL_totalWireLength_um=697
export IMPL_avg_inst_size_synth_um2=13.14
export IMPL_cts_root_buffer_cell="sky130_fd_sc_hd__clkbuf_4"
export IMPL_max_stage_delay_ps=290
export IMPL_cts_hold_buffers_added=0
export IMPL_end_kind="output port"
export IMPL_portBuffers=17
export IMPL_cts_repair_timing_setup_buffer_count=0
export IMPL_p_sw_uw=107.4
export IMPL_numSynthFlops=8
export IMPL_clkTransAtPathRegs_ps=50
export IMPL_top_regs="q x8"
export IMPL_place_congestion=0.6987
export IMPL_placed_area_um2=437.9
export IMPL_grt_total_usage=0.01998
export IMPL_viasPerCell=2.110
export IMPL_final_worst_setup_slack_ps=28.95
export IMPL_detailedRoute_firstPassIterationCount=1
export IMPL_cts_resized_gates=8
## Yosys cell counts
library cell / count / area (um2)
sky130_fd_sc_hd__dfxtp_1: 8 / 160.2
sky130_fd_sc_hd__nor2b_1: 8 / 50.05
## final cells by class
type / count / area (um2) / share of cell area
Clock buffer: 3 / 22.52 / 0.04932
Multi-Input combinational cell: 8 / 50.05 / 0.1096
Sequential cell: 8 / 162.7 / 0.3562
Tap cell: 46 / 57.56 / 0.1260
Timing Repair Buffer: 17 / 163.9 / 0.3589
## final timing paths
kind / startpoint / end / slack (ps) / depth (start not counted)
worst max-delay path: q[4]$_SDFF_PP0_ / q[4] / 30 / 1
worst min-delay path: d[3] / q[3]$_SDFF_PP0_ / 510 / 2
## cell usage in the layout (no fill, tap or decap)
cell                              instances
sky130_fd_sc_hd__nor2b_1                  8
sky130_fd_sc_hd__clkbuf_4                 3
sky130_fd_sc_hd__dlygate4sd2_1            5
sky130_fd_sc_hd__clkdlybuf4s15_1          3
sky130_fd_sc_hd__dfxtp_2                  2
sky130_fd_sc_hd__clkdlybuf4s50_1          9
sky130_fd_sc_hd__dfxtp_1                  6
## per-layer routing
| metal | up-vias | share of wire | global-route usage | routed length [um] |
|---|---|---|---|---|
| met3 | 2 | 0.023 | 0.005682 | 16 |
| met5 | - | 0 | 0 | 0 |
| met4 | 0 | 0.027 | 0.01056 | 19 |
| li1 | 89 | - | - | - |
| met1 | 76 | 0.31 | 0.01678 | 216 |
| met2 | 6 | 0.64 | 0.04013 | 446 |
## kinds of logic after synthesis
logic type	Yosys count	share of synthesized area
DFF	8	0.7619
and+or+nand+nor	8	0.2381
## power groups by stage
stage / logic (mW) / registers [mW] / clock network, mW
4_1_cts: 0.0696 / 0.341 / 0.235
6_report: 0.0692 / 0.342 / 0.225
5_1_grt: 0.0749 / 0.343 / 0.251
## metrics by stage
stage / power (mW) / hold slack [ps] / instances / utilization
2_1_floorplan: 0.3528 / 271.6 / 16 / -
3_3_place_gp: 0.4278 / 766.3 / 79 / 0.1282
3_5_place_dp: 0.4281 / 767.0 / 79 / 0.1282
4_1_cts: 0.6456 / 505.9 / 82 / 0.1319
5_1_grt: 0.6687 / 498.8 / 82 / 0.1337
6_report: 0.6359 / 513.2 / 82 / 0.1337
Power and IR drop assume default switching activity.
