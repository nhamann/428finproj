==> flow/design.v <==
`timescale 100ns / 1ns 
module add1(a, b, cin, sum, cout);
input a, b, cin;
output sum, cout;
reg sum, cout;
always @(a or b or cin) begin
	sum = (a ^ b) ^ cin;
	cout = (a & b) | (cin & (a ^ b));
end
endmodule
`timescale 1ns / 1ps
module add8(a, b, cin, sum, cout);
input [7:0] a, b;
input cin;
output [7:0] sum;
reg [7:0] sum;
output cout;
reg cout;
wire [7:0] s, co;
add1 a0(a[0], b[0], cin, s[0], co[0]);
add1 a1(a[1], b[1], co[0], s[1], co[1]);
add1 a2(a[2], b[2], co[1], s[2], co[2]);
add1 a3(a[3], b[3], co[2], s[3], co[3]);
add1 a4(a[4], b[4], co[3], s[4], co[4]);
add1 a5(a[5], b[5], co[4], s[5], co[5]);
add1 a6(a[6], b[6], co[5], s[6], co[6]);
add1 a7(a[7], b[7], co[6], s[7], co[7]);
always @(a or b or co or s) begin
	cout = co[6];
	if (co[6] ^ co[7])
		if(~b[7])
			sum = {1'd0, 7'h7f};
		else
			sum = 8'h81;
	else 
		sum = s;
end
endmodule
==> flow/run.sh <==
#!/bin/bash
# OpenROAD 26Q1-2900-gdf79404cd8, Yosys 0.63+post, stock flow scripts
make -C /OpenROAD-flow-scripts/flow DESIGN_CONFIG=/design/flow/config.mk WORK_HOME=/design/flow/orfs finish
==> flow/config.mk <==
export PLATFORM = sky130hd
export DESIGN_NAME = add8
export DESIGN_NICKNAME = add8
export VERILOG_FILES = /design/flow/design.v
export SDC_FILE = /design/flow/constraint.sdc
export NUM_CORES = 4
export LEC_CHECK = 1
export CORE_AREA = 10 10 70 70
export DIE_AREA = 0 0 80 80
==> flow/constraint.sdc <==
current_design add8

set clk_period 6.2
set clk_io_pct 0.2

create_clock -name clk0 -period $clk_period

set non_clock_inputs [all_inputs -no_clocks]
set_input_delay [expr $clk_period * $clk_io_pct] -clock clk0 $non_clock_inputs
set_output_delay [expr $clk_period * $clk_io_pct] -clock clk0 [all_outputs]
==> flow_metrics.py <==
# Physical implementation metrics
metrics = {
    "run_status": {
        "run_status": "finished, final reports clean",
    },
    "place": {
        "gp_congestion": 0.6738,
        "place.port_buffers": 26,
        "dp.cells": 102,
        "post-dp-hpwl_um": 980.5,
        "placed_cell_area_um2": 645.6,
    },
    "synthesis": {
        "avgSynthCellArea_um2": 11.31,
        "yosysChipArea_um2": 305.3,
        "yosys-dominant-comb-family": "adder cells",
        "yosysSeqAreaShare_pct": 0,
        "ys_warn_count": 2,
        "ys_types": 6,
        "yosys.area_share.simple_pct": 2.049,
        "synthCells": 27,
        "ys_sh_aoi_pct": 0,
        "synth-adder-area-share_pct": 59.02,
        "synth_xor_xnor_area_share_pct": 5.328,
        "yosys.area.top_type": "fa_1",
        "syn_area_um2": 305.3,
        "yosys_cells": 27,
        "netlist.area_leader.share_pct": 59.02,
        "area_leaders": "fa_1 59%, mux2_2 15%, inv_1 12%",
        "ys_sh_mux_pct": 21.31,
    },
    "route": {
        "drc": 0,
        "ant_nets": 0,
        "wire_per_inst_um": 9.547,
        "vias": 293,
        "drt_iter0_drc": 4,
        "vias_per_cell": 2.764,
        "first_pass_iters": 2,
        "antennaDiodeCount": 0,
        "wl_um": 1012,
    },
    "global_route": {
        "grt_overflow": 0,
        "grt_pass1_wl_um": 1738,
        "grt_use_met2_pct": 6.180,
        "grtUsageMet3_pct": 0.3409,
        "grt_busiest_layer": "met2",
        "grt_pass1_vias": 347,
        "track_usage_pct": 3.297,
        "gr-usage-met1_pct": 4.172,
        "grt_max_degree": 6,
        "antenna_found_initial": 0,
    },
    "final_layout": {
        "most-common-layout-cells": "16 x clkdlybuf4s50_1, 8 x fa_2, 7 x inv_1",
        "fin_area_um2": 685.7,
        "layout-drive-gt1-share_pct": 48.33,
        "comb_area_um2": 291.5,
        "layout.area.seq_um2": 0,
        "clock_buffers": 0,
        "final_core_util_pct": 20.07,
        "n_sequential_cell": 0,
        "layout_top_cell": "clkdlybuf4s50_1",
        "layoutNonFillerInstCount": 106,
        "syn2layout_area_growth_pct": 124.6,
        "n_fill_cell": 374,
    },
    "floorplanning": {
        "io_pins": 26,
        "std_cell_rows": 21,
        "core_area_mm2": 0.003416,
        "fp_util_pct": 8.938,
        "die_y_um": 80,
        "chipArea_mm2": 0.006400,
        "die_x_um": 80,
    },
    "timing": {
        "relSlewSlack_pct": 86.57,
        "rsz0062_at_grt": "no",
        "fmax_mhz": 166.1,
        "hold_violations": 0,
        "post-route-period-util_pct": 97.08,
        "min_period_ns": 6.019,
        "hold_slack_ns": 3.125,
        "tightestPinTransition_ns": 0.2012,
        "setup_viol": 0,
        "slew_viol_final": 0,
    },
    "power_and_ir_drop": {
        "seq_power_share_pct": 0,
        "swShare_pct": 32.08,
        "worst_ir_drop_vdd_mv": 0.01763,
        "cellPowerDensity_mw_per_mm2": 102.6,
        "power.share.clock_pct": 0,
        "total_power_mw": 0.07032,
        "p_comb_share_pct": 100.0,
        "internal_power_mw": 0.04777,
        "switchingPower_mw": 0.02256,
        "power.leakage_nw": 0.2908,
    },
    "job": {
        "warnings": 34,
        "drv_cap": 0,
    },
    "setup_path": {
        "crit_required_ns": 4.96,
        "path_cells": "clkdlybuf4s15_2 > fa_2 > fa_2 > fa_2 > fa_2 > inv_2 > fa_2 > inv_2 > fa_2 > inv_2 > fa_2 > fa_2 > xor2_2 > buf_6 > buf_6 > mux2_2 > buf_2",
        "cp_slowest_cell": "fa_2",
        "cp_num_buf_inv": 7,
        "crit_path_frequent_cell": "fa_2",
        "cp_max_fo": 3,
        "cp-start-kind": "input port",
        "cp-end-kind": "output pin",
        "critPathTopFamily": "adder cells",
        "arrival_ns": 4.78,
        "path_class": "input port to output pin",
        "max_stage_delay_ns": 0.38,
    },
    "min_path": {
        "hold_class": "input port to output pin",
    },
}
power groups by stage:
stage     Clock, mW  Combinational, mW  Sequential, mW
5_1_grt           0             0.0794               0
4_1_cts           0             0.0733               0
6_report          0             0.0703               0
final timing paths:
path,to,slack (ns),cells past startpoint,startpoint
min,sum[0],3.12,4,a[0]
max,sum[3],0.18,17,cin
routing by layer:
| layer | wire (µm) | vias up |
|---|---|---|
| li1 | - | 140 |
| met1 | 373 | 146 |
| met2 | 596 | 7 |
| met3 | 43 | 0 |
| met4 | 0 | 0 |
| met5 | 0 | - |
worst min-delay path, delay by kind of cell:
| kind | cells | cell delay, ns |
|---|---|---|
| AND/OR/NAND/NOR | 1 | 0.09 |
| buffers and inverters | 2 | 0.36 |
| adder cells (fa/ha/maj) | 1 | 0.19 |
per-stage QoR:
stage                     TNS [ns]  setup WS (ns)
after CTS                        0      0.0001537
after detailed placement    -3.817        -0.5939
after floorplan                  0         0.3403
after global placement      -3.594        -0.5618
after global routing             0        0.02115
final                            0         0.1810
cells in the mapped netlist:
cell and n:
fa_1 9, inv_1 10, mux2_2 4, mux2i_1 2, or2_2 1, xor2_2 1
what timing repair did:
action                     in CTS  in global routing
gates resized                  36                  1
pin swaps                       9                  7
buffers inserted                4                  0
hold buffers                    0                  0
setup endpoints to repair       8                  7
area by class of cell:
cell class	count	share of cell area, %
Tap cell	46	8.394
Multi-Input combinational cell	17	42.52
Timing Repair Buffer	33	43.61
Inverter	10	5.474
logic make-up after synthesis:
| family | after synthesis |
|---|---|
| xor+xnor | 1 |
| mux | 6 |
| simple gates | 1 |
| buf+inv | 10 |
| fa+ha+maj | 9 |
Power and IR drop assume default switching activity.
